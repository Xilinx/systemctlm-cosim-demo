## flow/run.sh

```bash
#!/bin/bash
# OpenROAD 26Q1-2900-gdf79404cd8, Yosys 0.63+post, stock flow scripts
make -C /OpenROAD-flow-scripts/flow DESIGN_CONFIG=/design/flow/config.mk WORK_HOME=/design/flow/orfs finish
```

## flow/constraint.sdc

```tcl
current_design apb_slave_timer

set clk_period 10.8
set clk_io_pct 0.2

create_clock -name clk0 -period $clk_period [get_ports {clk}]

set non_clock_inputs [all_inputs -no_clocks]
set_input_delay [expr $clk_period * $clk_io_pct] -clock clk0 $non_clock_inputs
set_output_delay [expr $clk_period * $clk_io_pct] -clock clk0 [all_outputs]
```

## flow/design.v

```verilog
module apb_slave_timer(clk, rst,
			psel, penable, pwrite, paddr, pwdata, prdata,
			pready,
			irq);
	input	clk;
	input	rst;
	input	psel;
	input	penable;
	input	pwrite;
	input	[15:0] paddr;
	input	[31:0] pwdata;
	output	reg [31:0] prdata;
	output	reg pready;
	output	irq;
	reg	[1:0] tmr_cfg;
	reg	[31:0] tmr_cnt;
	reg	[31:0] tmr_div;
	reg	[31:0] tmr_free_cnt;
	assign irq = tmr_cfg[1];
always	@(posedge clk) begin
	tmr_free_cnt <= tmr_free_cnt + 1;
	if (tmr_cfg[0]) begin
		tmr_cnt <= tmr_cnt - 1;
		if (tmr_cnt == 0) begin
			tmr_cnt <= tmr_div;
			tmr_cfg[1] <= 1;
		end
	end
	prdata <= 'bx;
	pready <= 0;
	if (psel) begin
		pready <= penable;
		if (penable && pwrite) begin
			case (paddr[15:2])
				0: begin
					tmr_cfg <= pwdata[1:0];
					if (tmr_cfg[0] ^ pwdata[0]) begin
						if (pwdata[0]) begin
							tmr_cnt <= tmr_div;
						end
					end
				end
				1: tmr_cnt <= pwdata;
				2: begin tmr_div <= pwdata;
				end
				3: tmr_free_cnt <= pwdata;
			endcase
		end
		case (paddr[15:2])
			0: prdata[1:0] <= tmr_cfg;
			1: prdata <= tmr_cnt;
			2: prdata <= tmr_div;
			3: begin
				prdata <= tmr_free_cnt;
			end
		endcase
	end
	if (rst) begin
		tmr_free_cnt <= 0;
		tmr_cnt <= 0;
		tmr_div <= 0;
		tmr_cfg <= 0;
	end
end
endmodule
```

## flow/config.mk

```make
export PLATFORM = sky130hd
export DESIGN_NAME = apb_slave_timer
export DESIGN_NICKNAME = apb_slave_timer
export VERILOG_FILES = /design/flow/design.v
export SDC_FILE = /design/flow/constraint.sdc
export NUM_CORES = 4
export LEC_CHECK = 1
export CORE_UTILIZATION = 50
```

==> Flow_metrics.wiki <==
== Run summary ==
{| class="wikitable"
! Metric !! Value
|-
| Antenna Diode Count || 0
|-
| Post-synthesis to final-layout area growth || 21.09%
|-
| Power Internal || 878.4 µW
|-
| RSZ-0062 raised after global routing || false
|-
| Post-place instance area || 0.008242 mm²
|-
| Post-synth tally of flip-flops with integrated enable || 0
|-
| Power density relative to cell area || 127.8 mW/mm²
|-
| Total wire length || 22830 µm
|-
| Final hold violation count || 0
|-
| DRC violations left || 0
|-
| Floorplan utilization || 0.5202
|-
| Clock power share || 0.523
|-
| Critical path's slowest cell || sky130_fd_sc_hd__or4_4
|-
| DIE AREA || 0.01510 mm²
|-
| Via density per instance || 6.287
|-
| Worst clock skew || 0.006214 ns
|-
| Placeable core region || 0.01404 mm²
|-
| Relative slew slack || 0.4000
|-
| Total cells reported by yosys after synthesis || 877
|-
| TritonCTS clock tree || built
|-
| Grt total ovfl || 0
|-
| Max-slew violation count || 0
|-
| Dominant register cell || sky130_fd_sc_hd__dfxtp_1
|-
| Final period demand of the worst path || 4.940 ns
|-
| Total half-perimeter wirelength after legalization and detailed placement || 15400 µm
|-
| Avg Cell Area, Syn || 8.329 µm²
|-
| Die Span Y || 122.9 µm
|-
| Chip area line of the yosys report || 0.007305 mm²
|-
| Largest voltage drop on the vdd net || 0.1125 mV
|-
| Number of port buffers || 84
|-
| Detail-routed net length per standard cell || 20.20 µm
|-
| Setup bufs post-CTS || 0
|-
| Critical path endpoint category || register
|-
| Chip width || 122.9 µm
|-
| Largest net degree at the start of global routing || 64
|-
| Weighted congestion reported at the end of routability-driven placement || 0.9572
|-
| Largest buffer count on any clock path || 2
|-
| Layout fillers || 1161
|-
| Initial antenna violation count || 0
|-
| Maximum fanout count along the critical path || 15
|-
| Setup tns final || 0 ns
|-
| Worst EP arrival || 5.28 ns
|-
| Library cell used as clock root buffer || sky130_fd_sc_hd__clkbuf_16
|-
| Initial DRC count || 574
|-
| Yosys Warn Count || 1
|-
| GRT Overall Usage || 0.3239
|-
| Gate count of the mapped netlist || 877
|-
| Share of post-route cells with drive strength above 1 || 0.08000
|-
| Path class of the lowest-slack min-delay path || reg2reg
|-
| I/O pin total || 87
|-
| Post-route standard cell area excluding fillers || 0.008845 mm²
|-
| Inserted Clock Buffers || 17
|-
| Number of standard-cell rows in the floorplan || 43
|-
| Post-route clock period utilization || 0.4574
|-
| H-tree levels || 4
|-
| Post-cts hold-fix buffer tally || 0
|-
| Net Sw Power || 252.4 µW
|-
| Count of clock tree sinks || 131
|-
| Part of the total power dissipated in sequential elements || 0.429
|-
| Startpoint type of the worst setup path || input pin
|-
| Final count of negative-setup-slack endpoints || 0
|-
| Number of global-route vias before repair || 6556
|-
| Leakage power || 0.003094 µW
|-
| Total iterations of the first detailed-routing run || 6
|-
| Number of max-cap violations || 0
|-
| Tightest Pin Transition || 0.8932 ns
|-
| Post-layout util || 0.6299
|-
| Logic gate share of total power || 0.047
|-
| Global-route wire length before repair || 36180 µm
|-
| Fmax || 0.2024 GHz
|-
| Area of the mapped netlist || 0.007305 mm²
|-
| Critical path class || in2reg
|-
| Count of nets left with antenna violations after detail routing || 0
|-
| Clock transition at path regs || 0.06 ns
|-
| Cell-by-cell listing of the critical path || clkdlybuf4s50_1, or4_1, or4_4, nor2_1, buf_4, a222oi_1, o22a_1, o22ai_1
|-
| Post-cts resize count || 0
|-
| Number of warnings the tools reported || 29
|-
| Number of synthesized register bits || 131
|-
| Fraction of registers with async set or reset after synthesis || 0
|-
| Clk ins delay skew pair || 0.42 ns
|-
| Longest individual stage delay on the worst path || 0.66 ns
|-
| Outcome || finished clean
|-
| Switching share of power || 0.2232
|-
| Number of vias in the routed layout || 7104
|-
| Data required time of the critical path || 11.14 ns
|-
| Fraction of the yosys area taken by sequential cells || 0.3590
|-
| Distinct cell type count of the synthesized netlist || 76
|}
[worst paths after layout]
check	startpoint	endpoint	slack (ns)	cells after the start
setup / recovery	paddr[13]	tmr_cnt[7]	5.86	8
hold reg to reg	tmr_div[16]	tmr_cnt[16]	0.50	1
hold / removal	tmr_div[16]	tmr_cnt[16]	0.50	1
setup reg to reg	tmr_cnt[12]	tmr_cnt[24]	7.66	7
[routing by layer]
metal	up-vias	GRT usage	wire [µm]
li1	3389	-	-
met1	3371	0.4942	10310
met2	303	0.4761	9993
met3	41	0.07543	2002
met4	0	0.07317	522
met5	-	0	0
[registers in the layout, indices dropped and copies added (netlist names)]
signal        flops
prdata           32
pready            1
tmr_cfg           2
tmr_cnt          32
tmr_div          32
tmr_free_cnt     32
[critical path: cells and delay by family]
family	cells	cell delay [ns]
AND/OR/NAND/NOR	3	1.84
buffers and inverters	2	0.78
AND-OR/OR-AND	3	0.50
[area by class of cell]
type | count | area [µm²] | share of cell area
inverter | 14 | 52.55 | 0.005941
tap | 180 | 225.2 | 0.02546
multi-input combinational | 671 | 4375 | 0.4947
clock inverter | 12 | 156.4 | 0.01768
sequential | 131 | 2623 | 0.2965
timing repair buffer | 102 | 965.9 | 0.1092
clock buffer | 20 | 446.7 | 0.05050
[Yosys cell counts, drive strengths merged (12+ instances only)]
library cell / n / share of area
nand2: 69 / 0.036
o21ai: 68 / 0.048
buf: 18 / 0.014
mux2i: 71 / 0.097
nand3: 28 / 0.019
xnor2: 17 / 0.020
nand4: 20 / 0.017
nor3: 33 / 0.028
nor2: 111 / 0.059
dfxtp: 131 / 0.36
nor4: 13 / 0.016
xor2: 20 / 0.024
clkbuf: 43 / 0.022
a211oi: 27 / 0.028
inv: 12 / 0.0062
a21oi: 21 / 0.015
o22ai: 17 / 0.015
a22oi: 16 / 0.016
[power groups by stage]
| stage | clock network (µW) | registers, µW | logic [µW] |
|---|---|---|---|
| 5_1_grt | 624 | 486 | 56.7 |
| 6_report | 592 | 486 | 53.5 |
| 4_1_cts | 597 | 486 | 53.0 |
[through the flow]
stage	hold slack, ns	worst slack (ns)	total power [µW]	cells
2_1_floorplan	0.4471	6.553	517.2	877
3_3_place_gp	0.4634	5.531	548.6	1098
3_5_place_dp	0.4728	5.478	548.9	1098
4_1_cts	0.4944	5.907	1135	1130
5_1_grt	0.5324	5.777	1166	1130
6_report	0.4988	5.860	1131	1130
[layout by cell type (no fill, tap or decap), drive strengths merged, types with 5 or more instances in the layout]
cell,netlist,final
nor4,13,13
and3,10,10
o21a,7,7
and4,6,6
a211oi,27,27
a311oi,6,6
xor2,20,20
a221o,5,5
o22a,5,5
a22oi,16,16
a2bb2oi,8,8
clkbuf,43,20
a21o,5,5
mux2i,71,71
nand4,20,20
clkdlybuf4s50,0,82
nand2,69,69
xnor2,17,17
clkinv,2,9
nor2,111,111
o22ai,17,17
o2bb2ai,8,8
nor3,33,33
nand3,28,28
a21oi,21,21
o21ai,68,68
inv,12,13
or4,5,5
or3,10,10
buf,18,20
nand2b,5,5
dfxtp,131,131
[kinds of logic after synthesis]
logic type | count (synthesis) | share of synthesized area
simple gates | 328 | 0.2287
flops | 131 | 0.3590
mux | 71 | 0.09729
xor+xnor | 37 | 0.04436
buf+inv | 75 | 0.04316
compound gates | 232 | 0.2223
fa+ha+maj | 3 | 0.005139
Power and IR drop assume default switching activity.
